==> design.v <==
module count (Clock, Resetn, E, Q);
    parameter n = 8;
    input Clock, Resetn, E;
    output reg [n-1:0] Q;
    always @ (posedge Clock)
        if (Resetn == 0)
            Q <= 0;
        else if (E)
                Q <= Q + 1;
endmodule
==> run.sh <==
#!/bin/bash
# OpenROAD 26Q1-2900-gdf79404cd8, Yosys 0.63+post, stock flow scripts
make -C /OpenROAD-flow-scripts/flow DESIGN_CONFIG=/design/flow/config.mk WORK_HOME=/design/flow/orfs finish
==> config.mk <==
export PLATFORM = sky130hd
export DESIGN_NAME = count
export DESIGN_NICKNAME = count
export VERILOG_FILES = /design/flow/design.v
export SDC_FILE = /design/flow/constraint.sdc
export NUM_CORES = 4
export LEC_CHECK = 1
export CORE_AREA = 10 10 70 70
export DIE_AREA = 0 0 80 80
==> constraint.sdc <==
current_design count

set clk_period 1.8
set clk_io_pct 0.2

create_clock -name clk0 -period $clk_period [get_ports {Clock}]

set non_clock_inputs [all_inputs -no_clocks]
set_input_delay [expr $clk_period * $clk_io_pct] -clock clk0 $non_clock_inputs
set_output_delay [expr $clk_period * $clk_io_pct] -clock clk0 [all_outputs]
==> flow_metrics.rpt <==
=== SYNTHESIS / PLACE & ROUTE SUMMARY ===
----------------------------------------------------
[Power]
  Maximum resistive drop on vdd ........................ 0.000329 V
  PnR Total Power ........................ 0.000351 W
  Power Density ........................ 651 nW/um^2
  Leakage component of the power ........................ 0.189 nW

[Yosys]
  Syn Inst Count ........................ 37
  Cell total in the yosys stat output ........................ 37
  Most area-consuming cells after synthesis ........................ sky130_fd_sc_hd__dfxtp_1, sky130_fd_sc_hd__xnor2_1, sky130_fd_sc_hd__and2_1
  Number of distinct library cells after synthesis ........................ 18
  Post-synth top area share ........................ 44.6%
  Register area share after synthesis ........................ 44.6%
  Most repeated cell in the gate-level netlist after synthesis ........................ sky130_fd_sc_hd__dfxtp_1
  Synth Cell Area ........................ 359 um^2
  Flip-flop cell with the highest count after synthesis ........................ sky130_fd_sc_hd__dfxtp_1
  Synthesized area divided by synthesized cell count ........................ 9.71 um^2
  Number of flip-flops and latches in the synthesized netlist ........................ 8
  Count of flip-flops with a built-in enable after synthesis ........................ 0
  Cell type with the largest total area ........................ sky130_fd_sc_hd__dfxtp_1
  Synth warnings ........................ 1
  Post-synth area from yosys stat ........................ 359 um^2
  Async set-or-reset flop fraction in the synthesized netlist ........................ 0%
  Most frequent cells after synthesis ........................ sky130_fd_sc_hd__dfxtp_1, sky130_fd_sc_hd__and2_1, sky130_fd_sc_hd__nand2_1, sky130_fd_sc_hd__xnor2_1

[Layout]
  Register bank with the most flops ........................ Q
  Fill count ........................ 402
  Largest register FFs ........................ 8
  Design area ........................ 539 um^2
  Layout-stage area growth over the synthesis result ........................ 50.2%
  Share of final-layout standard cells stronger than drive strength 1 ........................ 10.0%
  Biggest registers after layout ........................ Q x8

[Floorplan]
  Die X-Extent ........................ 80 um
  I/O pin total ........................ 11
  Core utilization before placement ........................ 10.5%
  Core Area ........................ 3420 um^2
  Height of the chip ........................ 80 um
  Area enclosed by the die boundary ........................ 6400 um^2
  Placement row count ........................ 21

[Timing]
  Final clock skew ........................ 3.94 ps
  Max-slew headroom at the worst pin ........................ 82.2%
  Post-route setup slack ........................ 248 ps
  Cycle use final ........................ 86.2%
  Setup-failing EPs final ........................ 0
  Tmin final ........................ 1550 ps
  Slew at the pin with the worst max-slew slack ........................ 265 ps
  Unrepaired setup endpoints after global routing ........................ false
  Setup Total Neg Slack ........................ 0 ps
  Pins Over Slew Limit ........................ 0
  Fmax ........................ 644 MHz
  Final Hold Violating Endpoints ........................ 0

[GRT]
  Global-route wire length before repair ........................ 1350 um
  Vias in the first global route ........................ 306
  Congestion Overflow GR ........................ 0
  Pin count of the biggest net entering global routing ........................ 10
  Number of antenna violations at the first check in global routing ........................ 0
  Global-route usage over all layers ........................ 2.70%

[Flow run]
  Warning total across the stage logs ........................ 25
  Number of maximum-capacitance constraint violations ........................ 0

[Worst hold path]
  Min-Delay Startpoint ........................ Q[7]$_SDFFE_PN0P_
  Hold Path Class ........................ reg2reg

[Placement]
  Placed wire-length estimate after detailed placement ........................ 684 um
  Routability cong. ........................ 0.683
  IO Port Bufs ........................ 10
  Post-Place Cell Area ........................ 517 um^2
  Placement-stage worst setup slack ........................ 170 ps

[Clocking]
  Resized Gates After CTS ........................ 0
  Insertion delay of the later-clocked pin in the worst-skew pair ........................ 250 ps
  CTS root buf ........................ sky130_fd_sc_hd__clkbuf_4
  CTS tree ........................ done
  Depth of the CTS H-tree ........................ 1
  Number of sinks handled by clock tree synthesis ........................ 8
  Total of hold buffers inserted after clock tree synthesis ........................ 0
  Number of buffers added by the clock tree synthesis step ........................ 3
  Post-CTS setup buffer count ........................ 0
  CTS Buffer Depth ........................ 2
  CTS clk-pin slew, worst paths ........................ 50 ps

[Setup path]
  Largest delay contributor family on the critical path ........................ buffers and inverters
  Max FO, Critical Path ........................ 5
  Slack of the worst reg-to-reg path ........................ 530 ps
  Element type at the critical path end ........................ primary output
  Sort of element at the start of the critical path ........................ flop
  Setup Crit Path Kind ........................ reg2out
  Worst path slowest cell ........................ sky130_fd_sc_hd__clkdlybuf4s50_1
  Data arrival time of the worst path ........................ 1190 ps
  Largest stage delay on the critical path ........................ 510 ps
  FF-to-FF Start ........................ Q[0]$_SDFFE_PN0P_
  Critical Path RT ........................ 1440 ps
  Buffers and inverters on the worst path ........................ 1
  List of cells traversed by the critical path ........................ clkdlybuf4s50_1
  Setup crit start ........................ Q[2]$_SDFFE_PN0P_

[Drt]
  Post-Route M1 WL ........................ 400 um
  Count of antenna diodes in the layout ........................ 0
  Routed length on met3 ........................ 92 um
  Vias per Instance ........................ 3.17
  Total vias in the final route ........................ 304
  Antenna-violating nets left ........................ 0
  DRT Pass-1 Iters ........................ 2
  First-iteration detailed-routing DRC count ........................ 19
  Routed wire length ........................ 825 um
  Uppermost layer routed ........................ met4
  Length of routed met2 wiring ........................ 319 um
  Residual DRC count ........................ 0
  Wirelength per Cell ........................ 8.59 um

[Status]
  Run status ........................ complete, no violations

----------------------------------------------------
power by group:
group,internal (W),total [W],switching (W)
combinational,0.0000207,0.0000307,0.0000101
sequential,0.000182,0.000189,0.00000624
clock,0.0000760,0.000132,0.0000558
total,0.000279,0.000351,0.0000722
final cells by class:
type	instances	area, um^2	area share, %
timing repair buffer	11	108	20.0
clock buffer	3	22.5	4.18
multi-input combinational	27	188	34.8
tap	46	57.6	10.7
inverter	1	3.75	0.696
sequential	8	160	29.7
logic make-up (layout without fill, tap and decap cells):
| family | after synthesis | in the layout | synth area share [%] |
|---|---|---|---|
| adder cells (fa/ha/maj) | 1 | 1 | 3.48 |
| AND/OR/NAND/NOR | 16 | 16 | 26.5 |
| multiplexers | 2 | 2 | 5.58 |
| AND-OR/OR-AND | 4 | 4 | 6.97 |
| buffers and inverters | 2 | 15 | 3.14 |
| flip-flops | 8 | 8 | 44.6 |
| XOR/XNOR | 4 | 4 | 9.76 |
routing by layer:
metal / global-route usage [%] / up-vias
li1: - / 155
met1: 3.16 / 138
met2: 3.69 / 9
met3: 2.39 / 2
met4: 0.352 / 0
met5: 0 / -
per-stage QoR:
| step | util [%] | cells | hold WS [ps] |
|---|---|---|---|
| 2_1_floorplan | - | 37 | 430 |
| 3_3_place_gp | 15.1 | 93 | 461 |
| 3_5_place_dp | 15.1 | 93 | 464 |
| 4_1_cts | 15.8 | 96 | 475 |
| 5_1_grt | 15.8 | 96 | 505 |
| 6_report | 15.8 | 96 | 479 |
path summary, 6_finish.rpt:
check | end | depth (start not counted)
setup / recovery | Q[2] | 1
hold / removal | Q[7]$_SDFFE_PN0P_ | 2
setup reg to reg | Q[6]$_SDFFE_PN0P_ | 4
hold reg to reg | Q[7]$_SDFFE_PN0P_ | 2
layout by cell type, fill, tap and decap left out, drive strengths merged:
master	count
o21ai	2
ha	1
nand3	2
nor3	1
or3	2
mux2i	2
a21boi	2
and2	4
nand4	2
nor2b	1
xnor2	3
dfxtp	8
inv	1
clkbuf	3
nand2	3
buf	1
nand2b	1
clkdlybuf4s50	10
xor2	1
Power figures rest on the tool's default switching activity, not on a simulated workload.
