==> design/flow/design.v <==
module score (CLOCK_50, Resetn,  player1, player2, HEX1, HEX0, HEX3, HEX2, HEX5, HEX4);
    input CLOCK_50;
	 input Resetn, player1, player2;
    output [6:0] HEX1;  
    output [6:0] HEX0;  
    output [6:0] HEX3;  
    output [6:0] HEX2;  
    output [6:0] HEX5;  
    output [6:0] HEX4;  
    wire clk;
    wire reset;
    wire player1Inc_raw, player2Inc_raw;
    wire player1Inc, player2Inc;
    wire resetScores, resetScoresEdge;
    wire [3:0] player1Score, player2Score;
    wire [3:0] p1RoundsWon, p2RoundsWon;
    wire [3:0] p1Winner, p2Winner;
    wire slowedClock;  
	wire player1IncInitial, player2IncInitial;
    assign clk = CLOCK_50;
    assign reset = ~Resetn;  
    assign player1IncInitial = player1;  
    assign player2IncInitial = player2;  
    slowClock slow (clk, reset, slowedClock);
    edgeDetector player1IncreaseEdgeChecker (slowedClock, player1IncInitial, player1Inc);
    edgeDetector player2IncreaseEdgeChecker (slowedClock, player2IncInitial, player2Inc);
    register scoreRegister (slowedClock, reset, player1Inc, player2Inc, resetScoresEdge, player1Score, player2Score);
    roundChecker round (slowedClock, reset, player1Score, player2Score, p1RoundsWon, p2RoundsWon, resetScores);
    edgeDetector ed_resetScores (slowedClock, resetScores, resetScoresEdge);
    win winCond (slowedClock, reset, p1RoundsWon, p2RoundsWon, p1Winner, p2Winner);
    decoder score1 (player1Score, HEX1);
    decoder score2 (player2Score, HEX0);
    wire [6:0] wireHEX3, wireHEX2, wireHEX5, wireHEX4;
    decoder p1Round (p1RoundsWon, wireHEX3);
    decoder p2Round (p2RoundsWon, wireHEX2);
    decoder p1WinLose (p1Winner, wireHEX5);
    decoder p2WinLose (p2Winner, wireHEX4);
    reg [6:0] okHEX3, okHEX2, okHEX5, okHEX4;
    always @(posedge slowedClock or posedge reset) begin  
        if (reset) begin
            okHEX3 <= 7'b1111111;
            okHEX2 <= 7'b1111111;
            okHEX5 <= 7'b1111111;
            okHEX4 <= 7'b1111111;
        end else begin
            okHEX3 <= wireHEX3;
            okHEX2 <= wireHEX2;
            okHEX5 <= wireHEX5;
            okHEX4 <= wireHEX4;
        end
    end
    assign HEX3 = okHEX3;
    assign HEX2 = okHEX2;
    assign HEX5 = okHEX5;
    assign HEX4 = okHEX4;
endmodule
module edgeDetector(clk, in, out);
    input clk;
    input in;
    output reg out;
    reg risingEdge;
    always @(posedge clk) begin
        out <= in & ~risingEdge;  
        risingEdge <= in;
    end
endmodule
module slowClock(clk, reset, slowedClock);
    input clk;
    input reset;
    output reg slowedClock;
    reg [18:0] count;
    parameter SLOWTHIS = 250_000;  
    always @(posedge clk) begin
        if (reset) begin
            count <= 0;
            slowedClock <= 0;
        end else begin
            if (count >= (SLOWTHIS - 1)) begin
                count <= 0;
                slowedClock <= ~slowedClock;
            end else begin
                count <= count + 1;
            end
        end
    end
endmodule
module register (clk, reset, player1Inc, player2Inc, resetScores, player1Score, player2Score);
    input clk;
    input reset;
    input player1Inc;  
    input player2Inc;  
    input resetScores;  
    output reg [3:0] player1Score;
    output reg [3:0] player2Score;
    always @(posedge clk) begin
        if (reset || resetScores) begin
            player1Score <= 4'b0000;
            player2Score <= 4'b0000;
        end else begin
            if (player1Inc && player1Score < 4'b1001)  
                player1Score <= player1Score + 4'b0001;
            if (player2Inc && player2Score < 4'b1001)  
                player2Score <= player2Score + 4'b0001;
        end
    end
endmodule
module roundChecker (clk, reset, player1Score, player2Score, p1RoundsWon, p2RoundsWon, resetScores);
    input clk;
    input reset;
    input [3:0] player1Score;
    input [3:0] player2Score;
    output reg [3:0] p1RoundsWon;
    output reg [3:0] p2RoundsWon;
    output reg resetScores;
    reg roundWon;
    always @(posedge clk) begin
        if (reset) begin
            p1RoundsWon <= 4'b0000;
            p2RoundsWon <= 4'b0000;
            resetScores <= 1'b0;
            roundWon <= 1'b0;
        end else begin
            resetScores <= 1'b0;  
            if (!roundWon) begin
                if (player1Score == 4'b1001 && player2Score < 4'b1001) begin
                    p1RoundsWon <= p1RoundsWon + 1;
                    resetScores <= 1'b1;  
                    roundWon <= 1'b1;
                end else if (player2Score == 4'b1001 && player1Score < 4'b1001) begin
                    p2RoundsWon <= p2RoundsWon + 1;
                    resetScores <= 1'b1;
                    roundWon <= 1'b1;
                end
            end else if (player1Score == 4'b0000 && player2Score == 4'b0000) begin
                roundWon <= 1'b0;
            end
        end
    end
endmodule
module win (clk, reset, p1RoundsWon, p2RoundsWon, p1Winner, p2Winner);
    input clk;
    input reset;
    input [3:0] p1RoundsWon;
    input [3:0] p2RoundsWon;
    output reg [3:0] p1Winner;
    output reg [3:0] p2Winner;
    reg gameWon;
    always @(posedge clk) begin
        if (reset) begin
            p1Winner <= 4'b0000;
            p2Winner <= 4'b0000;
            gameWon <= 1'b0;
        end else if (!gameWon) begin
            if (p1RoundsWon >= 4'b0010) begin   
                p1Winner <= 4'b0001;
                p2Winner <= 4'b0000;
                gameWon <= 1'b1;
            end else if (p2RoundsWon >= 4'b0010) begin   
                p1Winner <= 4'b0000;
                p2Winner <= 4'b0001;
                gameWon <= 1'b1;
            end else begin
                p1Winner <= 4'b0000;
                p2Winner <= 4'b0000;
            end
        end
    end
endmodule
module decoder (binaryScore, display);
    input [3:0] binaryScore;
    output reg [6:0] display;
    always @(*) begin
        case (binaryScore)
            4'b0000: display = 7'b1000000;  
            4'b0001: display = 7'b1111001;  
            4'b0010: display = 7'b0100100;  
            4'b0011: display = 7'b0110000;  
            4'b0100: display = 7'b0011001;  
            4'b0101: display = 7'b0010010;  
            4'b0110: display = 7'b0000010;  
            4'b0111: display = 7'b1111000;  
            4'b1000: display = 7'b0000000;  
            4'b1001: display = 7'b0010000;  
            default: display = 7'b1111111;  
        endcase
    end
endmodule
==> design/flow/run.sh <==
#!/bin/bash
# OpenROAD 26Q1-2900-gdf79404cd8, Yosys 0.63+post, stock flow scripts
make -C /OpenROAD-flow-scripts/flow DESIGN_CONFIG=/design/flow/config.mk WORK_HOME=/design/flow/orfs finish
==> design/flow/config.mk <==
export PLATFORM = sky130hd
export DESIGN_NAME = score
export DESIGN_NICKNAME = score
export VERILOG_FILES = /design/flow/design.v
export SDC_FILE = /design/flow/constraint.sdc
export NUM_CORES = 4
export LEC_CHECK = 1
export CORE_UTILIZATION = 40
==> design/flow/constraint.sdc <==
current_design score

set clk_period 3.9
set clk_io_pct 0.2

create_clock -name clk0 -period $clk_period [get_ports {CLOCK_50}]

set non_clock_inputs [all_inputs -no_clocks]
set_input_delay [expr $clk_period * $clk_io_pct] -clock clk0 $non_clock_inputs
set_output_delay [expr $clk_period * $clk_io_pct] -clock clk0 [all_outputs]
==> run notes <==
Implementation summary

The clock tree from TritonCTS is yes. The slew of the pin with the lowest slew margin is 0.528 ns. The summed instance area of the synthesized netlist is roughly 0.0037 sq mm.

Across the run, the number of max-cap violations was 0. In the post-synthesis netlist, the cell with the most instances is dfxtp_1. The number of OpenROAD warnings is roughly 47.

The die covers 0.00952 sq mm. According to the floorplan report, the placeable core area is ~0.0088 sq mm. Buffers inserted during clock tree synthesis total 3. Power comes to around 0.00047 W.

From the final report, the count of setup violators was given as 0. After synthesis, the design contains around 380 cells according to Yosys. Adding up every negative setup slack in the final design gives 0 ns. Note that the worst hold path type here is reg -> reg. The sum of net half-perimeters after detailed placement is between 4000 and 5000 um. The top-level I/O count is around 46.

Hold repair after CTS inserted 0 buffers. Setup repair after global routing left no endpoint under its margin. The first-iteration detailed-routing DRC count is approximately 96. The sequential fraction of the synthesis area is around 46%. Counting along the longest clock path gives a buffer depth of 2. The synthesized design devotes to its leading area cell type between 30 and 40% of total area.

In the post-synthesis netlist, the biggest area contributors are dfxtp_1 (33%), dfstp_2 (12%), ha_1 (9.9%). The element type at the critical path start is a primary input. Of all cell types, the one taking the most synthesized area is dfxtp_1. The synthesized instance count is around 380. The post-synth tally of flip-flops with integrated enable is 0.

The library cell used as clock root buffer is clkbuf_8. The critical register-to-register path startpoint is slow.count[0]. The post-layout worst setup margin is around 1.9 ns. The average instance area after synthesis is between 9 and 10 sq um. The worst setup path startpoint is Resetn. The post-route netlist has 8.67% of its cells at a drive strength greater than 1. Counting the fill cells in the layout gives around 800.

Entering global routing, the biggest net connects 59 pins. The highest supply drop recorded on VDD is 0.000125 V. Once placement finished, the instance area stood at ~0.004 sq mm. Per the final timing report, the hold violations number 0. The first global-routing pass estimated about 9800 um of wire. The number of antenna violations at the first check in global routing was 0. Yosys printed 7 warnings. The layout stage reports a final design area of 0.00418 sq mm. The total global routing track utilization is approximately an eighth. The number of synthesized register bits is between 70 and 80.

The arrival time at the worst endpoint is 2.15 ns. The post-route DRC violation count is 0. The total global routing overflow is 0.

In this run the static leakage power is ~1.7 nW. The clock-pin slew reported for the worst setup and hold paths after clock tree synthesis is 0.07 ns. The global placement routability congestion is around 0.82. The start point of the worst min-delay path is slow.count[0]. For reference, the most critical setup path is categorized as in -> reg. In this run the worst path has a maximum fanout of 36. The post-place setup slack is about 1.6 ns.

The total number of vias is 2,487. The wire length per cell is around 10 um. The async set or reset register ratio after synthesis is 21.8%. The layout overhead on the synthesized area is 14.3%. The type of destination of the critical path is a register. Nets still carrying antenna violations after routing amount to 0.

The via-per-instance ratio is 4.76. For this run, the chip area from Yosys synthesis comes to roughly 0.0037 sq mm. The run finished with clean final reports. Sorting the synthesized cells by how often they occur yields dfxtp_1 (61), nor2_1 (45), nand2_1 (32). Antenna repair during routing inserted a diode count of 0. Buffers added to address setup during post-CTS repair amount to 0. The final worst clock skew is between 0.003 and 0.004 ns. In this run the number of H-tree levels came out at 1. The total wire length is 5300 um. At the floorplan stage, the core utilization is reported as 41.7%. The number of global-route vias before repair came to 2,287. During placement, the flow inserted port buffers numbering approximately 43. For reference, the final report shows the max-slew violation count at 0.

According to the floorplan report, the die height is 97.6 um. The most frequently used flop master after synthesis is dfxtp_1. The floorplan has 34 rows.

The fraction of the core area covered by cells at the end of the flow is approximately 48%. The flow reported a cell area power density of around 110 mW/mm^2. From left edge to right edge, the die measures approximately 98 um. The report lists the number of cells resized after CTS as 0. The worst-case max-slew headroom was logged as 63.8%.

The count of different cell masters after synthesis is roughly 50. The top achievable clock speed is approximately 510 MHz. The worst path required time is around 4.1 ns.

The clock latency on the worst-skew pair is about 0.25 ns. The pre-antenna-repair detailed-routing pass consisted of 4 iterations. The share of the clock period used by the worst path after layout is 50.4%. The number of register pins that no clock reaches is about 58.

The smallest clock period supported by the final layout is computed as between 1.5 and 2 ns. just under 100 endpoints have no timing constraint.
## per-layer routing
| layer | vias up | share of wire (%) | GRT usage (%) |
|---|---|---|---|
| li1 | 1339 | - | - |
| met1 | 1116 | 52 | 19.4 |
| met2 | 30 | 46 | 19.8 |
| met3 | 2 | 1.9 | 0.878 |
| met4 | 0 | 0.23 | 0.339 |
| met5 | - | 0 | 0 |
## cell usage in the layout, fill, tap and decap left out, types with 2 or more instances in the layout
master and instances:
nor2b_1 5, a41o_1 2, nor4_1 3, clkbuf_8 4
o21ai_0 16, o31ai_1 2, buf_4 3, dfstp_2 17
and4b_1 2, nand2_1 32, a21boi_0 2, a21oi_1 17
nor3b_1 2, nand2b_1 6, a21boi_2 2, dfxtp_1 61
xnor2_1 11, a211oi_1 2, nor3_1 5, a2bb2oi_1 2
or2_2 2, mux2i_1 18, inv_1 25, nand3_1 9
clkdlybuf4s50_1 43, nor2_1 45, and2_1 6, ha_1 29
nand4_1 7, conb_1 4, nand3b_1 2, a31oi_1 5
xor2_1 8, and3_1 2
## where the power goes
group	total, W	leakage, nW	switching (W)	internal [W]
Clock	0.000152	0.0288	0.0000627	0.0000897
Sequential	0.000259	0.672	0.00000450	0.000255
Combinational	0.0000585	0.960	0.0000349	0.0000235
## kinds of logic after synthesis
| family | synth area share [%] |
|---|---|
| fa+ha+maj | 9.93 |
| other cells | 0.206 |
| buf+inv | 6.06 |
| simple gates | 18.5 |
| compound gates | 10.1 |
| flops | 45.7 |
| mux | 4.93 |
| xor+xnor | 4.56 |
## worst paths after layout
path,slack [ns],endpoint,cells past startpoint
min reg2reg,0.48,slow.count[0],1
min,0.48,slow.count[0],1
max,1.93,slow.count[15],4
max reg2reg,2.04,slow.count[15],6
## sequential cells by signal (all words and copies together) (netlist names), 2 cells and up
name                        count
HEX1                            7
round.p2RoundsWon               4
HEX0                            7
slow.count                     19
scoreRegister.player1Score      4
okHEX2                          7
okHEX3                          7
scoreRegister.player2Score      4
okHEX5                          2
round.p1RoundsWon               4
## worst max-delay path: stages
cell and delay [ns]:
clkdlybuf4s50_1 0.45, buf_4 0.33, nand3_2 0.38, nor2_1 0.19
## layout make-up
class,count,area (sq um),area share [%]
clock buffers,4,55.1,1.32
inverters,25,93.8,2.25
multi-input cells,262,1770,42.4
flip-flops and latches,78,1670,39.9
well taps,108,135,3.24
repair buffers,46,453,10.8
## per-stage QoR
| stage | instances | hold WS (ns) |
|---|---|---|
| 2_1_floorplan | 385 | 0.437 |
| 3_3_place_gp | 519 | 0.450 |
| 3_5_place_dp | 519 | 0.466 |
| 4_1_cts | 523 | 0.483 |
| 5_1_grt | 523 | 0.494 |
| 6_report | 523 | 0.476 |
Power figures rest on the tool's default switching activity, not on a simulated workload.
